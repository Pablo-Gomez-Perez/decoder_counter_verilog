===== design/flow/config.mk =====
export PLATFORM = sky130hd
export DESIGN_NAME = decodificador
export DESIGN_NICKNAME = decodificador
export VERILOG_FILES = /design/flow/design.v
export SDC_FILE = /design/flow/constraint.sdc
export NUM_CORES = 4
export LEC_CHECK = 1
export CORE_UTILIZATION = 40

===== design/flow/constraint.sdc =====
current_design decodificador

set clk_period 3.3
set clk_io_pct 0.2

create_clock -name clk0 -period $clk_period [get_ports {clk}]

set non_clock_inputs [all_inputs -no_clocks]
set_input_delay [expr $clk_period * $clk_io_pct] -clock clk0 $non_clock_inputs
set_output_delay [expr $clk_period * $clk_io_pct] -clock clk0 [all_outputs]

===== design/flow/design.v =====
module blinky(input logic clk, output logic pulso_1hz);
logic [23:0] conta;
always_ff@(posedge clk)
if(conta == 24'd1350000) begin 
    conta <=0;
    pulso_1hz <= ~pulso_1hz;
end
else 
    conta <= conta + 1;
endmodule
module contador(input logic clk_in, rset, output logic[5:0] conta);
always_ff@(posedge clk_in)
if(!rset) conta <= 0;
else conta <= conta + 1;
endmodule
module decoder(input logic [5:0]A, output logic [5:0]Y);
always_comb
case(A)
    6'd0 : Y <= 6'b000001;
    6'd1 : Y <= 6'b000011;
    6'd2 : Y <= 6'b000111;
    6'd3 : Y <= 6'b001111;
    6'd4 : Y <= 6'b011111;
    6'd5 : Y <= 6'b111111;
	6'd6 : Y <= 6'b111100;
	6'd7 : Y <= 6'b111000;
	6'd8 : Y <= 6'b110000;
	6'd9 : Y <= 6'b100000;	
	6'd10 : Y <= 6'b000001;
    6'd11 : Y <= 6'b000011;
    6'd12 : Y <= 6'b000111;
    6'd13 : Y <= 6'b001111;
    6'd14 : Y <= 6'b011111;
    6'd15 : Y <= 6'b111111;
	6'd16 : Y <= 6'b111100;
	6'd17 : Y <= 6'b111000;
	6'd18 : Y <= 6'b110000;
	6'd19 : Y <= 6'b100000;
	6'd20 : Y <= 6'b000001;
    6'd21 : Y <= 6'b000011;
    6'd22 : Y <= 6'b000111;
    6'd23 : Y <= 6'b001111;
    6'd24 : Y <= 6'b011111;
    6'd25 : Y <= 6'b111111;
	6'd26 : Y <= 6'b111100;
	6'd27 : Y <= 6'b111000;
	6'd28 : Y <= 6'b110000;
	6'd29 : Y <= 6'b100000;
	6'd30 : Y <= 6'b000001;
    6'd31 : Y <= 6'b000011;
    6'd32 : Y <= 6'b000111;
    6'd33 : Y <= 6'b001111;
    6'd34 : Y <= 6'b011111;
    6'd35 : Y <= 6'b111111;
	6'd36 : Y <= 6'b111100;
	6'd37 : Y <= 6'b111000;
	6'd38 : Y <= 6'b110000;
	6'd39 : Y <= 6'b100000;
	6'd30 : Y <= 6'b000001;
    6'd31 : Y <= 6'b000011;
    6'd32 : Y <= 6'b000111;
    6'd33 : Y <= 6'b001111;
    6'd34 : Y <= 6'b011111;
    6'd35 : Y <= 6'b111111;
	6'd36 : Y <= 6'b111100;
	6'd37 : Y <= 6'b111000;
	6'd38 : Y <= 6'b110000;
	6'd39 : Y <= 6'b100000;
	6'd40 : Y <= 6'b000001;
    6'd41 : Y <= 6'b000011;
    6'd42 : Y <= 6'b000111;
    6'd43 : Y <= 6'b001111;
    6'd44 : Y <= 6'b011111;
    6'd45 : Y <= 6'b111111;
	6'd46 : Y <= 6'b111100;
	6'd47 : Y <= 6'b111000;
	6'd48 : Y <= 6'b110000;
	6'd49 : Y <= 6'b100000;
	6'd50 : Y <= 6'b000001;
    6'd51 : Y <= 6'b000011;
    6'd52 : Y <= 6'b000111;
    6'd53 : Y <= 6'b001111;
    6'd54 : Y <= 6'b011111;
    6'd55 : Y <= 6'b111111;
	6'd56 : Y <= 6'b111100;
	6'd57 : Y <= 6'b111000;
	6'd58 : Y <= 6'b110000;
	6'd59 : Y <= 6'b100000;
	6'd60 : Y <= 6'b000001;
    6'd61 : Y <= 6'b000011;
    6'd62 : Y <= 6'b000111;
    6'd63 : Y <= 6'b001111;    
endcase
endmodule
module nega(input logic [5:0]A, output logic[5:0]Y);
assign Y = ~A;
endmodule
module decodificador(input logic clk, rst, output logic [5:0] leds);
logic [5:0] conta_deco, X;
logic pulso_conta;
blinky b1(clk, pulso_conta);
contador cnta(pulso_conta,rst,conta_deco);
decoder dec(conta_deco,X);
nega n(X,leds);
endmodule

===== design/flow/run.sh =====
#!/bin/bash
# OpenROAD 26Q1-2900-gdf79404cd8, Yosys 0.63+post, stock flow scripts
make -C /OpenROAD-flow-scripts/flow DESIGN_CONFIG=/design/flow/config.mk WORK_HOME=/design/flow/orfs finish

==> results.md <==
| Quantity | Reported |
| --- | --- |
| Chip Height | 72.8 um |
| Power density relative to cell area | 226 nW/um^2 |
| Horiz. Die Dim | 72.8 um |
| Clock buffer count from CTS | 3 |
| Number of nets still failing antenna checks after routing | 0 |
| Number of hold buffers added after CTS | 0 |
| Post-Syn Area per Cell | 8.91 um^2 |
| Setup repair after global routing missed its margin | no |
| Synthesis warning total | 3 |
| Floorplan core density | 41.9% |
| Total count of max-transition violations in the final report | 0 |
| Layout overhead on the synthesized area | 7.67% |
| Max-capacitance violation count | 0 |
| Wire per inst | 12.0 um |
| Fin Setup TNS | 0 ns |
| Min-delay worst type | flop to flop |
| Die footprint | 5300 um^2 |
| WS Path Type | flop to flop |
| Clock root cell | sky130_fd_sc_hd__clkbuf_8 |
| Count of state elements after synthesis | 37 |
| DR pass1 iterations | 4 |
| Cell count after synthesis | 225 |
| Clock latency on the worst-skew pair | 0.26 ns |
| Via/cell ratio | 5.21 |
| Library cell appearing most often on the critical path | sky130_fd_sc_hd__nand3_1 |
| Setup-failing EPs final | 0 |
| Clock period minus final worst setup slack | 1.94 ns |
| Slew of the pin with the lowest slew margin | 0.617 ns |
| Distinct cell type count of the synthesized netlist | 56 |
| Flip-flops with a built-in enable | 1 |
| Number of hold violations in the final report | 0 |
| Routed Wire Length | 3.57 mm |
| Highest achievable clock rate | 516 MHz |
| IO Count | 8 |
| Number of fill cells in the layout | 475 |
| Resize count post-CTS | 0 |
| Netlist Area Pre-Place | 2010 um^2 |
| Data required time at the worst endpoint | 3.45 ns |
| Most instantiated flip-flop cell in the synthesis netlist | sky130_fd_sc_hd__dfxtp_1 |
| Number of unconstrained endpoints | 18 |
| RePlAce Congestion | 0.832 |
| Placed wire-length estimate after detailed placement | 2.66 mm |
| Global-route wire length before repair | 6.24 mm |
| Number of buffers inserted by post-CTS setup repair | 0 |
| Pin count of the biggest net entering global routing | 22 |
| Max stage delay on crit path | 0.54 ns |
| Number of cells in the yosys synthesis report | 225 |
| Maximum clock path buffer count | 2 |
| GR Overflow Total | 0 |
| Final period utilization | 58.8% |
| Register-to-Register Setup Slack | 1.36 ns |
| Via count | 1547 |
| Startpoint kind of the worst setup timing path | flop |
| CP Max Fanout | 5 |
| Maximum VDD drop | 0.255 mV |
| Cell chain of the critical path | ha_1 -> nand3_1 -> nor4_1 -> and3_1 -> nand3_1 -> mux2i_1 |
| Sequential cell area fraction in the yosys report | 37.4% |
| Row count | 25 |
| Fraction of registers with async set or reset after synthesis | 0% |
| DRC viols | 0 |
| Stage-log warning count | 26 |
| Area figure in the yosys stat output | 2010 um^2 |
| Overall global routing resource usage | 14.9% |
| Vias in the first global route | 1379 |
| Clock transition at path regs | 0.08 ns |
| Power consumption | 0.000488 W |
| CTS H-tree depth | 1 |
| Worst Skew | 0.00326 ns |
| 1st-iter DRT viols | 98 |
| Register pins left without a clock | 12 |
| Ant. Diodes | 0 |
| Number of antenna violations at the first check in global routing | 0 |
| Clock tree from TritonCTS | done |
| Fraction of final layout cells sized beyond drive strength 1 | 10.0% |
| Run status | complete, no violations |
| Port-buffer cells | 7 |
| Area of the core | 4790 um^2 |
| Capturing element type of the critical path | flop |
| Critical-path top delay cell | sky130_fd_sc_hd__nor4_1 |
| Slew Limit Headroom | 58.9% |
| Leakage power | 0.834 nW |
| Worst EP arrival | 2.09 ns |
==> flip-flops by register name, indices dropped and copies added, names as in the netlist <==
signal and cells:
b1.conta 24, b1.pulso_1hz 1, cnta.conta 6, n.A 6
==> power by group <==
part	switching (W)	leakage (nW)	internal, W	total [W]
Clock	0.0000869	0.0228	0.0000861	0.000173
Combinational	0.00000700	0.508	0.00000490	0.0000119
Sequential	0	0.303	0.000303	0.000303
Total	0.0000939	0.834	0.000394	0.000488
==> final cells by class <==
| class | count | area [um^2] | area share [%] |
|---|---|---|---|
| Multi-Input combinational cell | 163 | 1130 | 52.5 |
| Tap cell | 67 | 83.8 | 3.88 |
| Sequential cell | 37 | 751 | 34.8 |
| Inverter | 18 | 67.6 | 3.13 |
| Timing Repair Buffer | 8 | 77.6 | 3.59 |
| Clock buffer | 4 | 45.0 | 2.09 |
==> synth_stat cells (2+ instances only) <==
| master | instances | share of area, % |
|---|---|---|
| sky130_fd_sc_hd__dfxtp_1 | 36 | 36 |
| sky130_fd_sc_hd__nand2_1 | 20 | 3.7 |
| sky130_fd_sc_hd__nor2_1 | 19 | 3.6 |
| sky130_fd_sc_hd__xnor2_1 | 18 | 7.9 |
| sky130_fd_sc_hd__inv_1 | 17 | 3.2 |
| sky130_fd_sc_hd__xor2_1 | 9 | 3.9 |
| sky130_fd_sc_hd__nand3_1 | 8 | 2.0 |
| sky130_fd_sc_hd__nand4_1 | 7 | 2.2 |
| sky130_fd_sc_hd__and3_1 | 5 | 1.6 |
| sky130_fd_sc_hd__mux2i_1 | 5 | 2.5 |
| sky130_fd_sc_hd__nand2b_1 | 5 | 1.6 |
| sky130_fd_sc_hd__nor2b_1 | 5 | 1.6 |
| sky130_fd_sc_hd__o21ai_0 | 4 | 1.0 |
| sky130_fd_sc_hd__a211oi_1 | 3 | 1.1 |
| sky130_fd_sc_hd__a21oi_1 | 3 | 0.75 |
| sky130_fd_sc_hd__a31oi_1 | 3 | 0.94 |
| sky130_fd_sc_hd__buf_2 | 3 | 0.75 |
| sky130_fd_sc_hd__ha_1 | 3 | 1.9 |
| sky130_fd_sc_hd__nor3_1 | 3 | 0.75 |
| sky130_fd_sc_hd__nor4_1 | 3 | 0.94 |
| sky130_fd_sc_hd__a211o_1 | 2 | 0.87 |
| sky130_fd_sc_hd__a21o_1 | 2 | 0.75 |
| sky130_fd_sc_hd__a31o_2 | 2 | 0.87 |
| sky130_fd_sc_hd__and2_2 | 2 | 0.75 |
| sky130_fd_sc_hd__buf_6 | 2 | 1.1 |
| sky130_fd_sc_hd__nand3b_1 | 2 | 0.75 |
| sky130_fd_sc_hd__nor4bb_1 | 2 | 1.0 |
| sky130_fd_sc_hd__o211ai_1 | 2 | 0.75 |
| sky130_fd_sc_hd__o221a_2 | 2 | 1.1 |
| sky130_fd_sc_hd__o32a_2 | 2 | 1.1 |
==> kinds of logic (layout without fill, tap and decap cells) <==
group           count (synthesis)  after routing  synth area share (%)
simple gates                   91             91                  24.8
flops                          37             37                  37.4
compound gates                 36             36                  14.6
xor+xnor                       27             27                  11.8
buf+inv                        25             30                  6.30
mux                             6              6                  3.24
fa+ha+maj                       3              3                  1.87
==> through the flow <==
step / utilization [%] / hold WS [ns] / instances / instance area [um^2] / worst slack [ns]
finish: 45.1 / 0.475 / 297 / 2160 / 1.36
global route: 45.1 / 0.504 / 297 / 2160 / 1.22
CTS: 45.1 / 0.481 / 297 / 2160 / 1.38
detailed placement: 44.2 / 0.464 / 293 / 2110 / 1.41
global placement: 44.2 / 0.456 / 293 / 2110 / 1.40
floorplan: - / 0.432 / 225 / 2010 / 1.57
==> critical path: cells and delay by family (launching register included) <==
kind / cells / cell delay (ns)
AND/OR/NAND/NOR: 4 / 1.11
flip-flops: 1 / 0.39
adder cells (fa/ha/maj): 1 / 0.20
multiplexers: 1 / 0.13
==> cells in the final DEF, fill, tap and decap left out, types with 3 or more instances in the layout <==
| master | count |
|---|---|
| sky130_fd_sc_hd__a211oi_1 | 3 |
| sky130_fd_sc_hd__a21oi_1 | 3 |
| sky130_fd_sc_hd__a31oi_1 | 3 |
| sky130_fd_sc_hd__and3_1 | 5 |
| sky130_fd_sc_hd__clkbuf_8 | 3 |
| sky130_fd_sc_hd__clkdlybuf4s50_1 | 7 |
| sky130_fd_sc_hd__dfxtp_1 | 36 |
| sky130_fd_sc_hd__ha_1 | 3 |
| sky130_fd_sc_hd__inv_1 | 17 |
| sky130_fd_sc_hd__mux2i_1 | 5 |
| sky130_fd_sc_hd__nand2_1 | 20 |
| sky130_fd_sc_hd__nand2b_1 | 5 |
| sky130_fd_sc_hd__nand3_1 | 8 |
| sky130_fd_sc_hd__nand4_1 | 7 |
| sky130_fd_sc_hd__nor2_1 | 19 |
| sky130_fd_sc_hd__nor2b_1 | 5 |
| sky130_fd_sc_hd__nor3_1 | 3 |
| sky130_fd_sc_hd__o21ai_0 | 4 |
| sky130_fd_sc_hd__xnor2_1 | 18 |
| sky130_fd_sc_hd__xor2_1 | 9 |
==> path summary, 6_finish.rpt <==
check / start / endpoint / cells past startpoint
worst min-delay path: b1.conta[23] / b1.conta[23] / 1
worst max-delay path: b1.conta[0] / b1.conta[20] / 6
worst max register to register: b1.conta[0] / b1.conta[20] / 6
worst min register to register: b1.conta[23] / b1.conta[23] / 1
==> per-layer routing <==
metal | GRT usage [%] | routed length, um | vias to the layer above
met3 | 0.840 | 124 | 7
met1 | 21.9 | 1690 | 706
met5 | 0 | 0 | -
met2 | 25.2 | 1700 | 30
li1 | - | - | 804
met4 | 1.96 | 60 | 0
Power and IR drop assume default switching activity.
